File: ./config.mk
export PLATFORM = sky130hd
export DESIGN_NAME = Clock_Sync_GPS_Top
export DESIGN_NICKNAME = Clock_Sync_GPS_Top
export VERILOG_FILES = /design/flow/design.v
export SDC_FILE = /design/flow/constraint.sdc
export NUM_CORES = 4
export LEC_CHECK = 1
export CORE_UTILIZATION = 30
File: ./run.sh
#!/bin/bash
# OpenROAD 26Q1-2900-gdf79404cd8, Yosys 0.63+post, stock flow scripts
make -C /OpenROAD-flow-scripts/flow DESIGN_CONFIG=/design/flow/config.mk WORK_HOME=/design/flow/orfs finish
File: ./constraint.sdc
current_design Clock_Sync_GPS_Top

set clk_period 5.2
set clk_io_pct 0.2

create_clock -name clk0 -period $clk_period [get_ports {SYSCLK_25M}]

set non_clock_inputs [all_inputs -no_clocks]
set_input_delay [expr $clk_period * $clk_io_pct] -clock clk0 $non_clock_inputs
set_output_delay [expr $clk_period * $clk_io_pct] -clock clk0 [all_outputs]
File: ./design.v
`timescale 1ns / 1ps
module Clock_Sync_GPS #(
    parameter CLK_OUT_FREQ = 4096, 		 
    parameter SYS_CLK_FREQ = 25_000_000	 
	)(
    input 	SYS_CLK		,	 
    input 	PPS		, 	 
    input 	RESET		,	 
    output 	CLK_OUT			 
    );
    wire [11:0] remainder;
    wire [31:0] count;
    Sampler  	#(.CLK_OUT_FREQ(CLK_OUT_FREQ), .SYS_CLK_FREQ(SYS_CLK_FREQ))	u0( .clk_in(SYS_CLK), .reset(RESET), .pps(PPS), .count_out(count), .rem(remainder) );
    N_Counter 	u1( .clk_in(SYS_CLK), .reset(RESET), .clk_out(CLK_OUT), .n(count), .rem(remainder) );    
endmodule
`timescale 1ns / 1ps
module Clock_Sync_GPS_Top (
    input SYSCLK_25M,
    input B14_L12_P,      
    output B14_L13_N,     
    output GPIO_LED
    );
    wire reset = 0;
    assign GPIO_LED = B14_L12_P;
    Clock_Sync_GPS #( .CLK_OUT_FREQ(4096), .SYS_CLK_FREQ(25_000_000) ) u0 ( .SYS_CLK(SYSCLK_25M), .PPS(B14_L12_P), .RESET(reset), .CLK_OUT(B14_L13_N) );
endmodule
module N_Counter (
    input 			clk_in	,
    input 			reset	,
    input [31:0] 	n		,
    input [11:0] 	rem		,
	output 			clk_out
    );
    reg [31:0] count = 0;
    reg out = 0;  
    wire [31:0] count_in;
    assign count_in = n;
    assign clk_out = out;
    wire [31:0] duty;
    assign duty = n >> 2;  
    reg [31:0] counter_var = 0;
    wire extra_count;
    reg SD_extra;
    SD_mod_1st #(.NUM_MODULATED_BITS(12), .INTEG_PAD(13)) sigma_delta(.clk(clk_out), .global_rst(reset), .out(extra_count), .in(rem));
    always @(posedge clk_in)
    begin
        SD_extra = extra_count;
        count = count + 1;
        if (reset) begin
            out	= 0;
            count = 0;
        end else if (count >= count_in + SD_extra) begin
            count = 0;
            out	= 1;
        end
        if (count >= duty) begin
            out = 0;
        end
    end
endmodule
module SD_mod_1st  #(
    parameter NUM_MODULATED_BITS = 12,
    parameter INTEG_PAD = 3   
    )(
    input wire                            clk               ,
    input wire                            global_rst        ,
    output wire                           out               ,
    input wire [NUM_MODULATED_BITS -1:0]  in
    );
    wire signed [NUM_MODULATED_BITS:0] diff_signed;
    reg [NUM_MODULATED_BITS -1:0] out_gained;
    reg signed [NUM_MODULATED_BITS+INTEG_PAD:0] integ_sig;
    wire int_overflow;
    assign int_overflow = integ_sig[NUM_MODULATED_BITS+INTEG_PAD] ^ integ_sig[NUM_MODULATED_BITS+INTEG_PAD -1];
    always @(posedge clk or posedge global_rst) begin
        if (global_rst==1) begin
            integ_sig <= 0;
            out_gained <=0;
        end else begin
            integ_sig <= integ_sig + diff_signed;
            if (integ_sig > 0) begin
                out_gained <= (1 << NUM_MODULATED_BITS) -1;
            end else begin
                out_gained <= 0;
            end
        end
    end
    assign diff_signed = $signed({1'b0, in}) - $signed({1'b0,out_gained});
    assign out = out_gained[0];
endmodule
module Sampler #(
    parameter CLK_OUT_FREQ = 4096, 		 
    parameter SYS_CLK_FREQ = 25_000_000	 
	)(
    input 			clk_in		,
    input 			pps			,
    input 			reset		,
    output [31:0] 	count_out	,
    output [11:0] 	rem
    );
    reg [31:0] count;
    reg [31:0] data;
    reg [31:0] latched_data;	 
	reg [11:0] remainder;
    reg prev_sample;
    reg curr_sample;
    assign count_out 	= latched_data;
    assign rem 			= remainder;
    always @(posedge clk_in) begin
        count = count + 1;
        prev_sample = curr_sample;
        curr_sample = pps;
        if ((prev_sample == 0) && (curr_sample == 1)) begin
			data = SYS_CLK_FREQ >> 12;
			remainder  = count & 'h0000_0FFF;
            latched_data = data;
            count = 0;
        end
        if (reset) begin
            count <= 0;
        end
    end
endmodule
==> metrics.csv <==
metric;value;unit
untimed_endpoints;27;
numPortBuffers;3;
dp.cells;756;
synth.cellmix.xorXnorShare;9.785;%
reg2reg_to;u0.u1.out;
synth_cell_types;61;
cts_tree;done;
core-area;15830;um2
post_drt_wl_per_cell;10.81;um
ff2ff_path_depth;9;
crit_buf_inv;2;
critPathArrivalTime;2260;ps
layout.cells.most_common_list;73 x dfxtp_1, 49 x nor2_1, 43 x ha_1;
startpoint;B14_L12_P;
cts_buffer_depth;2;
async_flop_share;0;%
first_pass_iters;4;
min_period;3296;ps
syn_to_final_growth;13.18;%
drv_slew;0;
post_cts_buffers;0;
cp_max_fo;13;
gp_congestion;0.8248;
rr_startpoint;u0.u1.count[0];
cts-htree-levels;3;
outcome;complete, no violations;
fin_cells;772;
hp-start;u0.u1.count[0];
cts_root_buf;clkbuf_16;
core.rowCount;46;
rsz0062_at_grt;no;
critPathKind;in -> out;
grt_max_degree;29;
ys_sh_aoi;18.30;%
ys_sh_simple;18.72;%
ff_type;dfxtp_1;
fmax;303.4;MHz
ir_worst_vdd;0.2247;mV
post_cts_resized;0;
drive_above_1_share;5.216;%
grt_util_met1;17.00;%
grt_overflow;0;
grt_pass1_wl;14910;um
num_antenna_cells;0;
hpwlAfterDp;6423;um
dieArea;16620;um2
warnings;25;
cts_hold_buffers;0;
ys_cells;525;
crit_family;buffers and inverters;
drt_wl_total;8347;um
unclocked_regs;27;
insertion_delay;320;ps
grt_pass1_vias;3423;
yosysSeqAreaShare;37.69;%
ys_area;4833;um2
syn_area_per_cell;9.206;um2
rrSetupSlack;2120;ps
grt_use_met3;1.652;%
hp-class;reg -> reg;
logic_family;simple AND/OR/NAND/NOR gates;
yosysWarnings;3;
initial_core_util;30.54;%
ys_sh_adder;12.17;%
relSlewSlack;46.28;%
p_per_area;234.8;nW/um2
drc;0;
num_io_pins;4;
maxCapViolations;0;
vias;3641;
top_usage_layer;met1;
first_iter_violations;173;
tightest_slew;802.9;ps
cp-start-kind;input pin;
antenna_found_initial;0;
whs_path_depth;1;
cellLeakagePower;2.184;nW
setup_viol;0;
synthCells;525;
met2_usage;16.98;%
avgViaCountPerCell;4.716;
grt_usage;10.99;%
syn_area;4833;um2
finalHoldViolCount;0;
crit_required;4160;ps
end_kind;primary output;
die_height;128.9;um
hold_end;u0.u1.count[0];
clk_pin_slew;50;ps
finalClockPeriodUsage;63.39;%
synthMuxAreaShare;0.2071;%
slowest_stage;clkdlybuf4s50_1;
cts_buffers;9;
finalSetupTns;0;ps
layout_top_cell;dfxtp_1;
ys.flops;85;
edf_count;12;
ant_nets;0;
finClkSkew;9.190;ps
slowest_delay;680;ps
crit_path_cell_trace;clkdlybuf4s50_1, clkdlybuf4s50_1;
die_x;128.9;um
crit_top_cell;clkdlybuf4s50_1;
[how the worst max path moves through the flow]
stage                       to  cells after the start
after CTS             GPIO_LED                      2
final                 GPIO_LED                      2
after global routing  GPIO_LED                      2
[state kept, by name, summed over array words and instances (netlist names)]
name and flops:
u0.u0.remainder 12, u0.u1.sigma_delta.out_gained 1, u0.u0.count 12, u0.u1.out 1, u0.u1.sigma_delta.integ_sig 26, u0.u1.count 32, u0.u0.curr_sample 1
[cell families (layout without fill, tap and decap cells)]
logic type	after synthesis	after routing
xor gates and xnor gates	54	54
other	1	19
DFF	85	85
AOI/OAI and AO/OA	131	131
buffers and inverters	33	46
adders and majority gates	46	46
and+or+nand+nor	174	174
muxes	1	1
[per-layer routing]
layer | vias up | wire length [um]
met5 | - | 0
met4 | 0 | 110
met3 | 8 | 102
met2 | 26 | 3505
met1 | 1646 | 4629
li1 | 1961 | -
[Yosys cell counts (7+ instances only)]
cell type | count | share of area (%)
nor2b_1 | 10 | 1.3
ha_1 | 43 | 11
nand3_1 | 31 | 3.2
xor2_1 | 18 | 3.3
a21oi_1 | 31 | 3.2
nor3_1 | 12 | 1.2
nor4_1 | 7 | 0.91
xnor2_1 | 36 | 6.5
o21ai_0 | 25 | 2.6
edfxtp_1 | 12 | 7.5
nor2_1 | 49 | 3.8
a21boi_0 | 11 | 1.7
dfxtp_1 | 73 | 30
a21o_1 | 11 | 1.7
nand2_1 | 22 | 1.7
inv_1 | 24 | 1.9
and3_1 | 8 | 1.0
[area by class of cell]
cell class              count  area (um2)
inverters                  24       90.09
repair buffers              6       52.55
flip-flops and latches     85        1822
clock buffers              15       299.0
fillers                  1579       10360
clock inverters             1       5.005
well taps                 216       270.3
multi-input cells         425        2932
[power by group]
part	leakage (nW)	total [mW]	internal [mW]	switching [mW]
Clock	0.151	0.571	0.389	0.182
Combinational	1.31	0.196	0.0917	0.105
Sequential	0.723	0.518	0.495	0.0227
[metrics by stage]
step           hold slack, ps  util (%)  cell area (um2)  power (mW)  setup slack (ps)
2_1_floorplan           448.9         -             4901      0.6814              3008
3_3_place_gp            478.1     32.64             5166      0.7163              1940
3_5_place_dp            490.3     32.64             5166      0.7204              1910
4_1_cts                 501.3     34.56             5470       1.299              1901
5_1_grt                 529.0     34.56             5470       1.353              1832
6_report                496.6     34.56             5470       1.285              1904
Power figures rest on the tool's default switching activity, not on a simulated workload.
