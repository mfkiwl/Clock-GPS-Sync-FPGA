==> flow/design.v <==
`timescale 1ns / 1ps
module Clock_Sync_GPS_Top_Nexys (
    input   CLK100MHZ       ,
    input   PPS             ,    
    output  CLK_OUT         ,    
    output  LED
    );
    wire reset = 0;
    assign LED = PPS;
    Clock_Sync_GPS #( .CLK_OUT_FREQ(4096), .SYS_CLK_FREQ(100_000_000) ) u0 ( .SYS_CLK(CLK100MHZ), .PPS(PPS), .RESET(reset), .CLK_OUT(CLK_OUT) );
endmodule
`timescale 1ns / 1ps
module Clock_Sync_GPS #(
    parameter CLK_OUT_FREQ = 4096, 		 
    parameter SYS_CLK_FREQ = 25_000_000	 
	)(
    input 	SYS_CLK		,	 
    input 	PPS		, 	 
    input 	RESET		,	 
    output 	CLK_OUT			 
    );
    wire [11:0] remainder;
    wire [31:0] count;
    Sampler  	#(.CLK_OUT_FREQ(CLK_OUT_FREQ), .SYS_CLK_FREQ(SYS_CLK_FREQ))	u0( .clk_in(SYS_CLK), .reset(RESET), .pps(PPS), .count_out(count), .rem(remainder) );
    N_Counter 	u1( .clk_in(SYS_CLK), .reset(RESET), .clk_out(CLK_OUT), .n(count), .rem(remainder) );    
endmodule
module N_Counter (
    input 			clk_in	,
    input 			reset	,
    input [31:0] 	n		,
    input [11:0] 	rem		,
	output 			clk_out
    );
    reg [31:0] count = 0;
    reg out = 0;  
    wire [31:0] count_in;
    assign count_in = n;
    assign clk_out = out;
    wire [31:0] duty;
    assign duty = n >> 2;  
    reg [31:0] counter_var = 0;
    wire extra_count;
    reg SD_extra;
    SD_mod_1st #(.NUM_MODULATED_BITS(12), .INTEG_PAD(13)) sigma_delta(.clk(clk_out), .global_rst(reset), .out(extra_count), .in(rem));
    always @(posedge clk_in)
    begin
        SD_extra = extra_count;
        count = count + 1;
        if (reset) begin
            out	= 0;
            count = 0;
        end else if (count >= count_in + SD_extra) begin
            count = 0;
            out	= 1;
        end
        if (count >= duty) begin
            out = 0;
        end
    end
endmodule
module SD_mod_1st  #(
    parameter NUM_MODULATED_BITS = 12,
    parameter INTEG_PAD = 3   
    )(
    input wire                            clk               ,
    input wire                            global_rst        ,
    output wire                           out               ,
    input wire [NUM_MODULATED_BITS -1:0]  in
    );
    wire signed [NUM_MODULATED_BITS:0] diff_signed;
    reg [NUM_MODULATED_BITS -1:0] out_gained;
    reg signed [NUM_MODULATED_BITS+INTEG_PAD:0] integ_sig;
    wire int_overflow;
    assign int_overflow = integ_sig[NUM_MODULATED_BITS+INTEG_PAD] ^ integ_sig[NUM_MODULATED_BITS+INTEG_PAD -1];
    always @(posedge clk or posedge global_rst) begin
        if (global_rst==1) begin
            integ_sig <= 0;
            out_gained <=0;
        end else begin
            integ_sig <= integ_sig + diff_signed;
            if (integ_sig > 0) begin
                out_gained <= (1 << NUM_MODULATED_BITS) -1;
            end else begin
                out_gained <= 0;
            end
        end
    end
    assign diff_signed = $signed({1'b0, in}) - $signed({1'b0,out_gained});
    assign out = out_gained[0];
endmodule
module Sampler #(
    parameter CLK_OUT_FREQ = 4096, 		 
    parameter SYS_CLK_FREQ = 25_000_000	 
	)(
    input 			clk_in		,
    input 			pps			,
    input 			reset		,
    output [31:0] 	count_out	,
    output [11:0] 	rem
    );
    reg [31:0] count;
    reg [31:0] data;
    reg [31:0] latched_data;	 
	reg [11:0] remainder;
    reg prev_sample;
    reg curr_sample;
    assign count_out 	= latched_data;
    assign rem 			= remainder;
    always @(posedge clk_in) begin
        count = count + 1;
        prev_sample = curr_sample;
        curr_sample = pps;
        if ((prev_sample == 0) && (curr_sample == 1)) begin
			data = SYS_CLK_FREQ >> 12;
			remainder  = count & 'h0000_0FFF;
            latched_data = data;
            count = 0;
        end
        if (reset) begin
            count <= 0;
        end
    end
endmodule
==> flow/run.sh <==
#!/bin/bash
# OpenROAD 26Q1-2900-gdf79404cd8, Yosys 0.63+post, stock flow scripts
make -C /OpenROAD-flow-scripts/flow DESIGN_CONFIG=/design/flow/config.mk WORK_HOME=/design/flow/orfs finish
==> flow/config.mk <==
export PLATFORM = sky130hd
export DESIGN_NAME = Clock_Sync_GPS_Top_Nexys
export DESIGN_NICKNAME = Clock_Sync_GPS_Top_Nexys
export VERILOG_FILES = /design/flow/design.v
export SDC_FILE = /design/flow/constraint.sdc
export NUM_CORES = 4
export LEC_CHECK = 1
export CORE_UTILIZATION = 30
==> flow/constraint.sdc <==
current_design Clock_Sync_GPS_Top_Nexys

set clk_period 4.0
set clk_io_pct 0.2

create_clock -name clk0 -period $clk_period [get_ports {CLK100MHZ}]

set non_clock_inputs [all_inputs -no_clocks]
set_input_delay [expr $clk_period * $clk_io_pct] -clock clk0 $non_clock_inputs
set_output_delay [expr $clk_period * $clk_io_pct] -clock clk0 [all_outputs]
==> reports/metrics.yaml <==
initCoreUtil_pct: 31.0
clock_latency_ns: 0.32
die.size.y_um: 131
timing.fmax_ghz: 0.336
cts_tree: "yes"
p_comb_share_pct: 15.7
fin_crit_sh_pct: 74.3
unclocked_regs: 27
swShare_pct: 24.0
avgSynthCellArea_sq_um: 9.55
power_density_nw_per_um2: 298
hold_viol: 0
power_leakage_nw: 2.19
ys_warn_count: 3
holdCritPathClass: "flop to flop"
arrival_ns: 3.18
ys.flop_type: "dfxtp_1"
rsz0062_at_grt: "no"
ys_chip_area_sq_um: 4950
synth-edff-count: 12
post-cts-setup-buffers: 0
cp-start-kind: "flop"
core.rowCount: 46
antenna_left: 0
layout_min_cycle_time_ns: 2.97
p_int_mw: 1.26
power_frac_seq_pct: 40.4
final_area_sq_um: 5550
dieWidth_um: 131
finalWirelength_um: 8520
path_delay_family: "simple AND/OR/NAND/NOR gates"
layout.cells.non_filler: 760
netlist_area_sq_um: 4950
net-switching-power_mw: 0.398
drive_gt1_share_pct: 7.90
firstDrtPassIters: 4
antenna_cells: 0
antenna_found_initial: 0
clkPwrFrac_pct: 43.9
outcome: "finished clean"
postSynthSeqShare_pct: 36.8
syn2layout_area_growth_pct: 12.0
grt_pass1_vias: 3307
critPathBufInv: 0
fp.dieArea_sq_um: 17000
wl_per_cell_um: 11.2
track_usage_pct: 11.0
openroad.warnings: 25
fp.coreArea_sq_um: 16000
htree_levels: 3
critPathSlowestCell: "nor3_4"
cts-root-buf: "clkbuf_16"
area_leaders: "dfxtp_1 29%, ha_1 10%, edfxtp_1 7.3%"
cts_buffers: 9
overflow: 0
dr_total_vias: 3604
worstSetupEndpointType: "flop"
drv_slew: 0
vdd_ir_drop_max_mv: 0.309
clkTransAtPathRegs_ns: 0.05
grt_pass1_wl_um: 15100
cts_resized: 0
crit_fanout: 16
remaining_drc_errors: 0
place_area_sq_um: 5260
ys_cells: 519
slew_headroom_pct: 59.4
drv_cap: 0
syn_inst: 519
yosysTopAreaCell: "dfxtp_1"
drtIter0Drc: 181
postCtsHoldBufs: 0
io_pins: 4
clock_path_buffers: 2
path_class: "flop to flop"
slowest_delay_ns: 0.57
untimed_endpoints: 27
required_ns: 4.21
yosysTopAreaCellShare_pct: 29.5
ys_types: 67
place_inst: 744
async_flop_share_pct: 0
cp_cell_sequence: "nand2_2 -> nor3_4 -> nand4_1 -> mux2_2 -> o22a_1 -> nor3_2 -> nand4_4 -> nand2b_1"
port_buffers: 3
tns_ns: 0
vias_per_cell: 4.74
setup_viol_count_final: 0
grt_max_degree: 29
gp_congestion: 0.849
worstMarginPinSlew_ns: 0.607
finClkSkew_ns: 0.00561
ys_seq_elements: 85
hpwl_um: 6400
-- area by class of cell --
type / count / area (sq um)
inverters: 20 / 75.1
flip-flops and latches: 85 / 1820
repair buffers: 5 / 45.0
fillers: 1637 / 10500
clock buffers: 13 / 250
clock inverters: 3 / 38.8
multi-input cells: 418 / 3050
well taps: 216 / 270
-- cells in the mapped netlist, drive strengths merged (3+ instances only) --
master and number:
buf 9, o21ai 15, or3 3, xnor2 40
a31o 3, nand2 23, nand4 13, nor4 11
a41o 3, o21bai 5, dfxtp 73, and4 4
mux2i 3, a21o 18, nor2b 9, nand2b 6
a21oi 22, nor2 42, a211oi 5, o2111ai 3
and2 3, and3 13, nor3 18, inv 20
o21a 5, clkbuf 3, xor2 19, ha 40
edfxtp 12, a31oi 6, nand3 24, or2 5
a21boi 11, o31ai 4
-- power by group through the flow --
stage                 registers (mW)  logic [mW]  clock network (mW)
after global routing           0.673       0.299               0.772
after CTS                      0.668       0.262               0.742
final                          0.668       0.260               0.727
-- metrics by stage --
stage | hold WS (ns) | power [mW] | utilization, % | setup slack, ns
2_1_floorplan | 0.437 | 0.889 | - | 1.67
3_3_place_gp | 0.457 | 0.933 | 32.9 | 1.13
3_5_place_dp | 0.463 | 0.938 | 32.9 | 1.11
4_1_cts | 0.472 | 1.67 | 34.7 | 1.07
5_1_grt | 0.514 | 1.74 | 34.7 | 0.839
6_report | 0.467 | 1.66 | 34.7 | 1.03
-- cell usage in the layout (no fill, tap or decap), types with 3 or more instances in the layout --
cell	instances
nor2_4	6
a21boi_0	11
or2_2	5
o31ai_1	4
o2111ai_1	3
a21o_1	18
a41o_1	3
nor4_1	9
nand4_1	10
o21bai_1	5
clkdlybuf4s50_1	3
mux2i_1	3
dfxtp_1	73
conb_1	17
ha_1	40
nand2b_1	6
a31oi_1	6
nand3_1	24
a211oi_1	5
clkbuf_16	9
xor2_1	19
a31o_2	3
clkbuf_1	3
xnor2_1	40
and3_1	13
nor2b_1	9
inv_1	20
nor3_1	15
and2_1	3
and4_1	4
a21oi_1	22
or3_1	3
o21ai_0	13
nand2_1	22
nor2_2	4
edfxtp_1	12
nor2_1	32
o21a_1	5
-- flip-flops by register name, summed over array words and instances, names as in the netlist --
signal                        cells
u0.u0.count                      12
u0.u1.sigma_delta.integ_sig      26
u0.u0.curr_sample                 1
u0.u0.remainder                  12
u0.u1.count                      32
u0.u1.sigma_delta.out_gained      1
u0.u1.out                         1
-- cells by family (layout without fill, tap and decap cells) --
kind of cell	count (synthesis)	in the layout	share of synthesized area, %
adder cells (fa/ha/maj)	42	42	10.9
other	1	17	0.0757
AND-OR/OR-AND	114	114	16.0
buffers and inverters	32	41	2.93
flip-flops	85	85	36.8
AND/OR/NAND/NOR	182	182	22.0
XOR/XNOR	59	59	10.4
multiplexers	4	4	0.833
-- path summary, 6_finish.rpt --
path	start	endpoint	slack (ns)	cells after the start
worst max-delay path	u0.u1.count[6]	u0.u1.out	1.03	8
worst min-delay path	u0.u0.count[0]	u0.u0.count[0]	0.47	1
worst max register to register	u0.u1.count[6]	u0.u1.out	1.03	8
worst min register to register	u0.u0.count[0]	u0.u0.count[0]	0.47	1
-- worst reg2reg max path: stages (launching register included) --
cell	delay [ns]
dfxtp_1	0.51
nand2_2	0.19
nor3_4	0.57
nand4_1	0.22
mux2_2	0.31
o22a_1	0.20
nor3_2	0.18
nand4_4	0.39
nand2b_1	0.29
-- layer usage --
| metal | vias up | track usage, % | part of all wire, % |
|---|---|---|---|
| met5 | - | 0 | 0 |
| met2 | 34 | 16.5 | 42 |
| met3 | 10 | 1.08 | 2.2 |
| met1 | 1626 | 17.7 | 54 |
| li1 | 1934 | - | - |
| met4 | 0 | 1.69 | 1.7 |
Power figures rest on the tool's default switching activity, not on a simulated workload.
